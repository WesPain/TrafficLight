## ./design.v

```verilog
`timescale 1us / 1ns
module FsmModule(
    input i_clk,
    input i_nreset,
    input i_newState,
	 input i_nextLight,
    output reg o_countEnable,
    output reg[2:0] o_NSlights,
    output reg[2:0] o_EWlights
    );
	 parameter NSLIGHT=1'b0,EWLIGHT=1'b1;
	 parameter RED = 3'b100, YELLOW = 3'b010, GREEN = 3'b001;
	 reg state;
	 always@(posedge i_clk) begin :FSM_LOGIC
	    if(i_nreset == 1'b1) begin
			  o_countEnable <= 0;
			  o_EWlights <=RED;
			  o_NSlights <=RED;
		 end else if (i_newState && state==NSLIGHT)begin
			  o_EWlights <=RED;
			  o_NSlights <=RED;
			  state <= EWLIGHT;
		 end else if (i_newState && state==EWLIGHT) begin
			  o_EWlights <=RED;
			  o_NSlights <=RED;
			  state <= NSLIGHT;
		 end else
		 case (state)
			NSLIGHT: if(i_newState) begin
				o_countEnable <= 0;
				o_NSlights <=RED;
				o_EWlights <=RED;
				state <=EWLIGHT;
		   end 
			else if(i_nextLight) begin
				o_countEnable <=1;
				o_NSlights <=YELLOW;
				o_EWlights <=RED;
				state<=NSLIGHT;
			end else begin
				o_countEnable <= 1;
				o_NSlights <=GREEN;
				o_EWlights <=RED;
				state <=NSLIGHT;
		   end
			EWLIGHT: if(i_newState) begin
				o_countEnable <= 0;
				o_EWlights <=RED;
				o_NSlights <=RED;
				state <=NSLIGHT;
			end else if(i_nextLight) begin
				o_countEnable <= 1;
				o_EWlights <=YELLOW;
				o_NSlights <=RED;
				state <= EWLIGHT;
			end else begin
				o_countEnable <= 1;
				o_EWlights <=GREEN;
				o_NSlights <=RED;
				state <= EWLIGHT;
			end
			default : state <=NSLIGHT;
		 endcase
	 end
endmodule
`timescale 1us / 1ns
module TimerController(
   input i_clk,
	input i_nreset,
   input i_countEnable,
   output reg o_newState,
	output reg o_nextLight
   );
	parameter GOYELLOW = 4'b0110;
	parameter GORED =GOYELLOW + 4'b0010;
	reg [3:0] lightCounter = 4'b0000;
	reg downSampler =1'b0;
	integer downSamplercounter = 0;
	always@(posedge i_clk) begin : Downsampler
		if(downSamplercounter < 50000000) begin
			downSampler <= 1'b0;
			downSamplercounter <= downSamplercounter +1;
		end else begin
			downSampler <=1'b1;
			downSamplercounter <= 0;
		end
	end
	always@(posedge i_clk) begin :Counter_logic
		if(i_nreset ==1) begin
			lightCounter <= 4'b0000;
			o_newState <= 1'b0;
			o_nextLight <= 1'b0;
		end else if(i_countEnable && downSampler)begin
			o_newState <= 1'b0;
			lightCounter <= lightCounter +1;
			if(lightCounter==GOYELLOW) begin
				o_nextLight <=1'b1;
			end
			if(lightCounter==GORED) begin
				o_nextLight <=1'b0;
				o_newState <=1'b1;
				lightCounter<= 4'b0000;
			end
		end
	end
endmodule
`timescale 1us / 1ns
module TrafficInterface(
    input clk,
	 input i_nreset,
    output[2:0]  o_NSlights,
	 output[2:0]  o_EWlights
    );
	 wire io_newState;
	 wire io_countEnable;
	 wire io_nextLight;
	 TimerController U1 (
		.i_clk(clk), 
		.i_nreset(i_nreset), 
		.i_countEnable(io_countEnable), 
		.o_newState(io_newState),
		.o_nextLight(io_nextLight)
    );
	 FsmModule U2 (
		.i_clk(clk), 
		.i_nreset(i_nreset), 
		.i_newState(io_newState),
		.i_nextLight(io_nextLight),
		.o_countEnable(io_countEnable), 
		.o_NSlights(o_NSlights), 
		.o_EWlights(o_EWlights)
	 );
endmodule
```

## ./constraint.sdc

```tcl
current_design TrafficInterface

set clk_period 5.9
set clk_io_pct 0.2

create_clock -name clk0 -period $clk_period [get_ports {clk}]

set non_clock_inputs [all_inputs -no_clocks]
set_input_delay [expr $clk_period * $clk_io_pct] -clock clk0 $non_clock_inputs
set_output_delay [expr $clk_period * $clk_io_pct] -clock clk0 [all_outputs]
```

## ./config.mk

```make
export PLATFORM = sky130hd
export DESIGN_NAME = TrafficInterface
export DESIGN_NICKNAME = TrafficInterface
export VERILOG_FILES = /design/flow/design.v
export SDC_FILE = /design/flow/constraint.sdc
export NUM_CORES = 4
export LEC_CHECK = 1
export CORE_UTILIZATION = 30
```

## ./run.sh

```bash
#!/bin/bash
# OpenROAD 26Q1-2900-gdf79404cd8, Yosys 0.63+post, stock flow scripts
make -C /OpenROAD-flow-scripts/flow DESIGN_CONFIG=/design/flow/config.mk WORK_HOME=/design/flow/orfs finish
```

==> results.py <==
# Physical implementation metrics
metrics = {
    "timing": {
        "fin_crit_sh_pct": 38.0,
        "fmax_mhz": 446,
        "finalSetupViolations": 0,
        "fin_crit_ns": 2.24,
        "hold_violations": 0,
        "fin_skew_ns": 0.00294,
        "layout_setup_ws_ns": 3.66,
        "rsz0062_at_grt": "false",
        "slew_viol_final": 0,
        "setup-tns-final_ns": 0,
        "slew_headroom_pct": 60.8,
        "whs_ns": 0.480,
        "tightest_slew_ns": 0.586,
    },
    "flow_run": {
        "max-cap-violations": 0,
        "tool_warnings": 29,
    },
    "final_layout": {
        "fill_cells": 722,
        "fin_cells": 350,
        "synthToLayoutAreaGrowth_pct": 11.9,
        "post-route-util_pct": 34.8,
        "drive_gt1_share_pct": 7.57,
        "final_area_mm2": 0.00252,
        "regArea_um2": 951,
        "combGateArea_mm2": 0.00121,
    },
    "detailed_routing": {
        "drt-total-wl_um": 4190,
        "num_vias": 1760,
        "drtIter0Drc": 103,
        "diodes": 0,
        "first_pass_iters": 4,
        "drtAntennaViolNets": 0,
        "wire_per_inst_um": 12.0,
        "drc": 0,
        "viasPerCell": 5.03,
    },
    "min_path": {
        "hp-class": "reg2reg",
        "worstHoldStart": "U1.o_nextLight",
    },
    "placed_design": {
        "dp_hpwl_um": 2860,
        "routabilityCongestion": 0.793,
        "dp_cells": 342,
        "port_buffers": 7,
        "dpl_worst_slack_ns": 3.66,
        "post_dp_cell_area_mm2": 0.00241,
    },
    "clock_network": {
        "cts_num_sinks": 47,
        "clock_latency_ns": 0.29,
        "numCtsBuffers": 5,
        "cts_resized": 0,
        "htreeDepth": 2,
        "cts_post_setup_buffers_inserted": 0,
        "cts_tree": "done",
        "clockBufferDepth": 2,
        "clk_pin_slew_ns": 0.08,
        "cts_root_buf": "clkbuf_8",
        "holdBufCountCts": 0,
    },
    "synthesis": {
        "ff_type": "dfxtp_1",
        "netlist_instances": 247,
        "synth_warnings": 2,
        "ys_seq_share_pct": 42.2,
        "synth.largest_area_cell": "dfxtp_1",
        "topCellsByArea": "dfxtp_1, a211oi_1, xor2_1",
        "yosys.cell_types.count": 40,
        "edf_count": 1,
        "yosys_area_mm2": 0.00226,
        "common_cells": "dfxtp_1, a211oi_1, nor3_1",
        "synth.avg_cell_area_um2": 9.13,
        "syn_area_mm2": 0.00226,
        "ys.flops": 47,
        "synthArstFlopShare_pct": 0,
        "top_cell": "dfxtp_1",
        "ys_cells": 247,
        "synth.top_cell.area_share_pct": 40.8,
    },
    "setup_path": {
        "crit_chain": "clkdlybuf4s50_1",
        "start_kind": "flop",
        "path_buffers": 1,
        "crit_path_start": "U2.o_EWlights[1]",
        "r2r_start": "U1.downSamplercounter[11]",
        "critPathTopFamily": "buffers and inverters",
        "path_class": "reg2out",
        "critPathSlowestCell": "clkdlybuf4s50_1",
        "end_kind": "primary output",
        "crit_arrival_ns": 1.06,
        "cp_max_fo": 1,
        "max_stage_delay_ns": 0.45,
        "required_ns": 4.72,
    },
    "die": {
        "core-area_mm2": 0.00725,
        "io_pins": 8,
        "die_area_mm2": 0.00787,
        "fp_util_pct": 31.1,
        "die_w_um": 88.7,
        "num_rows": 31,
        "die_y_um": 88.7,
    },
    "run_status": {
        "outcome": "completed",
    },
    "global_route": {
        "grt_pass1_vias": 1640,
        "antenna_found_initial": 0,
        "grt_overflow": 0,
        "grt_first_pass_wirelength_um": 7620,
        "grtUsageTotal_pct": 12.1,
        "grt_max_degree": 30,
    },
    "pwr": {
        "p_per_area_mw_per_mm2": 225,
        "leakage_nw": 1.07,
        "ir_drop_mv": 0.0928,
        "p_total_mw": 0.569,
    },
}
[sequential cells by signal, summed over array words and instances (netlist names), 3 cells and up]
signal                 cells
U1.downSamplercounter     32
U1.lightCounter            4
U2.o_EWlights              3
U2.o_NSlights              3
[routing by layer]
metal  GRT usage (%)  wire length [um]  vias up
met3            2.08               123        2
met1            18.9              2250      815
met4            1.03                17        0
met2            18.5              1800       14
li1                -                 -      929
met5               0                 0        -
[final cells by class]
class                      instances  share of cell area [%]
inverter                          11                    1.64
multi-input combinational        176                    47.8
timing repair buffer               9                    3.37
clock inverter                     2                    1.39
tap                               99                    4.91
sequential                        47                    37.7
clock buffer                       6                    3.27
[where the power goes]
group / internal (mW) / leakage [nW] / switching [mW]
Sequential: 0.320 / 0.382 / 0.000841
Combinational: 0.00391 / 0.625 / 0.00243
Clock: 0.137 / 0.0612 / 0.104
[placed cells by master (no fill, tap or decap), types with 10 or more instances in the layout]
cell / synthesis / final
a211oi_1: 16 / 15
o31ai_1: 10 / 10
nand2_1: 15 / 15
or4_1: 12 / 12
inv_1: 11 / 11
xor2_1: 11 / 11
nand4_1: 12 / 12
nor3_1: 16 / 16
dfxtp_1: 46 / 46
nor2_1: 15 / 15
[kinds of logic after synthesis]
kind of cell / count (synthesis) / share of synthesized area (%)
fa+ha+maj: 7 / 3.88
compound gates: 45 / 14.2
xor+xnor: 15 / 5.82
buf+inv: 24 / 5.21
simple gates: 109 / 28.7
flops: 47 / 42.2
[final timing paths]
kind	endpoint	slack [ns]	depth (start not counted)
setup / recovery	o_EWlights[1]	3.66	1
hold / removal	U2.o_EWlights[0]	0.48	1
setup reg to reg	U1.downSampler	3.89	5
hold reg to reg	U2.o_EWlights[0]	0.48	1
Power figures rest on the tool's default switching activity, not on a simulated workload.
